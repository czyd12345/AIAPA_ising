===== /design/flow/design.v =====
module floatMuilt 
(
	input wire [15:0] floatA,
	input wire [15:0] floatB,
	output reg [15:0] product
);
reg sign;  
reg signed [5:0] exponent;  
reg [9:0] mantissa;  
reg [10:0] fractionA, fractionB;	 
reg [21:0] fraction;  
always @ (floatA or floatB) 
begin
	if ((floatA == 0) || (floatB == 0) || (floatA==16'h8000) || (floatB==16'h8000))   
		product = 0;				 
	else 
	begin
		sign = floatA[15] ^ floatB[15];  
		exponent = floatA[14:10] + floatB[14:10] - 5'd15 + 5'd2;  
		fractionA = {1'b1,floatA[9:0]};  
		fractionB = {1'b1,floatB[9:0]};  
		fraction = fractionA * fractionB;  
		if (fraction[21] == 1'b1) 
		begin
			fraction = fraction << 1;
			exponent = exponent - 1; 
		end 
		else if (fraction[20] == 1'b1) 
		begin
			fraction = fraction << 2;
			exponent = exponent - 2;
		end 
		else if (fraction[19] == 1'b1) 
		begin
			fraction = fraction << 3;
			exponent = exponent - 3;
		end 
		else if (fraction[18] == 1'b1) 
		begin
			fraction = fraction << 4;
			exponent = exponent - 4;
		end 
		else if (fraction[17] == 1'b1) 
		begin
			fraction = fraction << 5;
			exponent = exponent - 5;
		end 
		else if (fraction[16] == 1'b1) 
		begin
			fraction = fraction << 6;
			exponent = exponent - 6;
		end 
		else if (fraction[15] == 1'b1) 
		begin
			fraction = fraction << 7;
			exponent = exponent - 7;
		end 
		else if (fraction[14] == 1'b1) 
		begin
			fraction = fraction << 8;
			exponent = exponent - 8;
		end 
		else if (fraction[13] == 1'b1) 
		begin
			fraction = fraction << 9;
			exponent = exponent - 9;
		end 
		else if (fraction[12] == 1'b0) 
		begin
			fraction = fraction << 10;
			exponent = exponent - 10;
		end 
		mantissa = fraction[21:12];
		if(exponent[5]==1'b1) begin  
			product=16'b0000000000000000;
		end
		else begin
			product = {sign,exponent[4:0],mantissa};  
		end
	end
end
endmodule

===== /design/flow/run.sh =====
#!/bin/bash
# OpenROAD 26Q1-2900-gdf79404cd8, Yosys 0.63+post, stock flow scripts
make -C /OpenROAD-flow-scripts/flow DESIGN_CONFIG=/design/flow/config.mk WORK_HOME=/design/flow/orfs finish

===== /design/flow/config.mk =====
export PLATFORM = sky130hd
export DESIGN_NAME = floatMuilt
export DESIGN_NICKNAME = floatMuilt
export VERILOG_FILES = /design/flow/design.v
export SDC_FILE = /design/flow/constraint.sdc
export NUM_CORES = 4
export LEC_CHECK = 1
export CORE_UTILIZATION = 40

===== /design/flow/constraint.sdc =====
current_design floatMuilt

set clk_period 13.8
set clk_io_pct 0.2

create_clock -name clk0 -period $clk_period

set non_clock_inputs [all_inputs -no_clocks]
set_input_delay [expr $clk_period * $clk_io_pct] -clock clk0 $non_clock_inputs
set_output_delay [expr $clk_period * $clk_io_pct] -clock clk0 [all_outputs]

==> flow_summary.toml <==
# synthesis and place-and-route metrics
[floorplan]
fp_util_pct = 40.9
fp-row-count = 45
core-area_mm2 = 0.0152
ios = 48
dieArea_mm2 = 0.0160
die_y_um = 127
die_x_um = 127

[yosys]
syn_inst = 814
netlist_area_mm2 = 0.00622
yosys-stat-area_mm2 = 0.00622
yosysCellCount = 814
syn_area_per_cell_um2 = 7.64
ys_types = 57
yosysWarnings = 1
synth_top_cell_by_area = "fa_1"
yosys-top-cells-area = "fa_1 26%, ha_1 17%, inv_1 9.0%"
postSynthSeqShare_pct = 0
yosysTopAreaCellShare_pct = 26.1

[sta]
fin_tns_setup_ns = 0
post-route-min-period_ns = 13.26
hold_violations = 0
slew_violations = 0
finalCritPeriodShare_pct = 96.1
worstMarginPinSlew_ns = 0.853
rsz0062_at_grt = "false"
fmax_mhz = 75.4
setup_viol = 0
slew_headroom_pct = 42.7
holdWs_ns = 6.49

[placed_design]
gp_congestion = 0.913
place_area_mm2 = 0.00697
placed_cells = 1033
dp_hpwl_um = 13500
portBuffers = 48

[grt]
grt_pass1_vias = 5571
antenna_found_initial = 0
overflow = 0
grt_usage_pct = 21.9
grt_pass1_wl_um = 27600
grt_max_degree = 25

[critical_path]
critPathMaxFanout = 15
cp_data_required_time_ns = 11.04
arrival_ns = 10.50
cp-end-kind = "primary output"
crit_type = "in -> out"
cp-start-kind = "input port"

[layout]
syn_to_final_growth_pct = 12.1
n_sequential_cell = 0
stdcell_count = 1033
layout_top_cells = "149 x inv_1, 82 x ha_1, 81 x fa_1, 66 x nand2_1, 57 x and2_1"
n_clock_buffer = 0
final_area_mm2 = 0.00697
nFillCells = 1561
drive_gt1_share_pct = 4.38
layout_top_cell = "inv_1"
comb_area_mm2 = 0.00550
seqCellArea_um2 = 0

[detailed_routing]
firstDrtPassIters = 5
wirelength_um = 16600
routedWlPerCell_um = 16.0
routed_via_density = 5.67
ant_nets = 0
num_vias = 5858
n_antenna_cell = 0
drc = 0
initialDrtViolationCount = 476

[hold_path]
min_path_type = "in -> out"

[clocking]
holdBufCountCts = 0
postCtsSetupBuffers = 0
cts-resized-gates = 0

[flow_run]
openroad.warnings = 44
cap_violations = 0

[status]
status = "finished clean"
## area by class of cell
cell class                      count  area share [%]
Tap cell                          188            3.38
Multi-Input combinational cell    622            78.9
Timing Repair Buffer               74            9.69
Inverter                          149            8.03
## logic make-up (layout without fill, tap and decap cells)
| logic type | after synthesis | in the layout | share of synthesized area [%] |
|---|---|---|---|
| AND/OR/NAND/NOR | 208 | 208 | 16.6 |
| multiplexers | 2 | 2 | 0.322 |
| adder cells (fa/ha/maj) | 163 | 163 | 42.6 |
| AND-OR/OR-AND | 208 | 208 | 23.0 |
| buffers and inverters | 192 | 223 | 11.8 |
| XOR/XNOR | 41 | 41 | 5.78 |
## cells in the mapped netlist (all sizes together), types with 2 or more instances
library cell / n
o2111ai: 3
and2: 57
clkbuf: 37
nor4: 8
nand3: 11
and3: 6
a211o: 3
fa: 81
xor2: 11
nor2b: 4
mux2i: 2
o21bai: 2
o211ai: 9
o22ai: 2
nor2: 33
ha: 82
a31oi: 5
o22a: 2
nor3b: 3
nand4: 7
a31o: 2
o211a: 2
nand2: 66
a221o: 8
buf: 6
xnor2: 30
o311ai: 4
o221ai: 7
o21ai: 47
inv: 149
a221oi: 11
nor3: 11
a211oi: 9
a311oi: 5
a32oi: 5
a21o: 9
a2111oi: 5
a21oi: 56
o21a: 4
## metrics by stage
step                worst slack (ns)  util (%)
CTS                            0.547      45.8
floorplan                       2.36         -
detailed placement             0.548      45.8
global placement               0.584      45.8
finish                         0.537      45.8
global route                  0.0780      45.8
## path summary, 6_finish.rpt
path / startpoint / to / slack, ns / cells past startpoint
worst max-delay path: floatA[3] / product[0] / 0.54 / 25
worst min-delay path: floatB[15] / product[15] / 6.49 / 4
## layer usage
layer / wire [um] / up-vias / global-route usage [%]
met4: 106 / 0 / 1.68
met3: 1230 / 14 / 4.90
met2: 7550 / 218 / 33.4
li1: - / 2809 / -
met1: 7670 / 2817 / 34.1
met5: 0 / - / 0
## worst max-delay path, cell delays in order
cell             delay [ns]
clkdlybuf4s50_1        0.69
and2_1                 0.33
fa_1                   0.53
inv_1                  0.05
fa_1                   0.47
inv_1                  0.06
fa_1                   0.50
fa_1                   0.55
inv_1                  0.05
fa_1                   0.53
inv_1                  0.04
ha_1                   0.40
a211oi_1               0.29
o21bai_1               0.19
o2111a_1               0.30
a211o_1                0.50
and3_1                 0.28
a2111oi_0              0.41
a21oi_1                0.10
a311oi_2               0.32
o21a_1                 0.18
nor2_2                 0.08
buf_4                  0.20
a311oi_1               0.20
clkdlybuf4s50_1        0.50
