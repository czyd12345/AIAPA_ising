==> /design/flow/run.sh <==
#!/bin/bash
# OpenROAD 26Q1-2900-gdf79404cd8, Yosys 0.63+post, stock flow scripts
make -C /OpenROAD-flow-scripts/flow DESIGN_CONFIG=/design/flow/config.mk WORK_HOME=/design/flow/orfs finish
==> /design/flow/config.mk <==
export PLATFORM = sky130hd
export DESIGN_NAME = readout_router
export DESIGN_NICKNAME = readout_router
export VERILOG_FILES = /design/flow/design.v
export SDC_FILE = /design/flow/constraint.sdc
export NUM_CORES = 4
export LEC_CHECK = 1
export CORE_UTILIZATION = 50
==> /design/flow/constraint.sdc <==
current_design readout_router

set clk_period 8.5
set clk_io_pct 0.2

create_clock -name clk0 -period $clk_period [get_ports {clk}]

set non_clock_inputs [all_inputs -no_clocks]
set_input_delay [expr $clk_period * $clk_io_pct] -clock clk0 $non_clock_inputs
set_output_delay [expr $clk_period * $clk_io_pct] -clock clk0 [all_outputs]
==> /design/flow/design.v <==
`timescale 1ns / 1ps
module fifo #(
    parameter WIDTH = 8,
    parameter DEPTH = 32,
    parameter POINTER_WIDTH = $clog2(DEPTH)
) (
    input clk, rst,
    input wr_en,
    input [WIDTH-1:0] din,
    output full,
    input rd_en,
    output [WIDTH-1:0] dout,
    output  empty
);
    reg [WIDTH-1:0] buffer [DEPTH-1:0];
    reg [WIDTH-1:0] dout1;
    reg [POINTER_WIDTH:0] read_ptr,write_ptr;
    integer i;
    initial begin
        for(i=0;i<DEPTH;i=i+1) buffer[i]=0;
    end
    always @(posedge clk) 
    begin
        if(rst) begin
            read_ptr<=0;
            write_ptr<=0;
            dout1<=0;
        end
        else begin
            if(wr_en && !full) begin
               buffer[write_ptr[POINTER_WIDTH-1:0]]<=din;
               write_ptr<=write_ptr+1;
            end
            if(rd_en && !empty) begin
                dout1<=buffer[read_ptr[POINTER_WIDTH-1:0]];
                read_ptr<=read_ptr+1;
            end
        end
    end
    assign full=(read_ptr[POINTER_WIDTH-1:0]==write_ptr[POINTER_WIDTH-1:0]) && read_ptr[POINTER_WIDTH]!=write_ptr[POINTER_WIDTH];
    assign empty=(read_ptr==write_ptr);     
    assign dout=dout1;       
endmodule
module MuxKeyInternal #(parameter NR_KEY = 2, parameter KEY_LEN = 1,parameter DATA_LEN = 1,parameter HAS_DEFAULT = 0) (
  output reg [DATA_LEN-1:0] out,
  input [KEY_LEN-1:0] key,
  input [DATA_LEN-1:0] default_out,
  input [NR_KEY*(KEY_LEN + DATA_LEN)-1:0] lut
);
  localparam PAIR_LEN = KEY_LEN + DATA_LEN;
  wire [PAIR_LEN-1:0] pair_list [NR_KEY-1:0];
  wire [KEY_LEN-1:0] key_list [NR_KEY-1:0];
  wire [DATA_LEN-1:0] data_list [NR_KEY-1:0];
  genvar n;
  generate
    for (n = 0; n < NR_KEY; n = n + 1) begin
      assign pair_list[n] = lut[PAIR_LEN*(n+1)-1 : PAIR_LEN*n];
      assign data_list[n] = pair_list[n][DATA_LEN-1:0];
      assign key_list[n]  = pair_list[n][PAIR_LEN-1:DATA_LEN];
    end
  endgenerate
  reg [DATA_LEN-1 : 0] lut_out;
  reg hit;
  integer i;
  always @(*) begin
    lut_out = 0;
    hit = 0;
    for (i = 0; i < NR_KEY; i = i + 1) begin
      lut_out = lut_out | ({DATA_LEN{key == key_list[i]}} & data_list[i]);
      hit = hit | (key == key_list[i]);
    end
    if (!HAS_DEFAULT) out = lut_out;
    else out = (hit ? lut_out : default_out);
  end
endmodule
module MuxKey #(parameter NR_KEY = 2, parameter KEY_LEN = 1, parameter DATA_LEN = 1) (
  output [DATA_LEN-1:0] out,
  input [KEY_LEN-1:0] key,
  input [NR_KEY*(KEY_LEN + DATA_LEN)-1:0] lut
);
  MuxKeyInternal #(NR_KEY, KEY_LEN, DATA_LEN, 0) i0 (out, key, {DATA_LEN{1'b0}}, lut);
endmodule
module MuxKeyWithDefault #(parameter NR_KEY = 2, parameter KEY_LEN = 1,parameter DATA_LEN = 1) (
  output [DATA_LEN-1:0] out,
  input [KEY_LEN-1:0] key,
  input [DATA_LEN-1:0] default_out,
  input [NR_KEY*(KEY_LEN + DATA_LEN)-1:0] lut
);
  MuxKeyInternal #(NR_KEY, KEY_LEN, DATA_LEN, 1) i0 (out, key, default_out, lut);
endmodule
`timescale 1ns / 1ps
module readout_router #(
    parameter ROW=1,
    parameter COL=1
)(
    input clk,
    input rst,
    input [31:0] rdout_L, 
    input [31:0] rdout_R,
    input [31:0] local,
    input [31:0] res_L,
    input [31:0] res_R,
    input response_in,
    output [31:0] dout,
    output [2:0] response
);
wire [2:0] s0;
wire [31:0] din,dout1;
wire i1,i2,i3,full,empty,rd_en,a,v,wr_en;
reg empty_r;
always @(posedge clk)
begin
    if(rst) empty_r<=0;
    else empty_r<=empty;
end
wire [1:0] y;
fifo #(32,2) fifo1(
    .clk(clk),
    .rst(rst),
    .wr_en(wr_en),
    .full(full),
    .rd_en(rd_en),
    .empty(empty),
    .din(din),
    .dout(dout1)
);
MuxKeyWithDefault #(5,3,32) mux1(din,s0,32'b0,{
    3'd0,rdout_L,
    3'd1,rdout_R,
    3'd2,local,
    3'd3,res_L,
    3'd4,res_R
});
reg [2:0] route_table[0:64];
assign y={i1,~i1&&i2};
assign response[0]=(y==2'b00)?v && !full:0;
assign response[1]=(y==2'b01)?v && !full:0;
assign response[2]=(y==2'b10)?v && !full:0;
assign i1=(local[31:29]!=3'd5);
assign i2=(rdout_L[31:29]!=3'd5);
assign i3=(rdout_R[31:29]!=3'd5);
assign v=i1||i2||i3;
assign s0=v?y:5; 
assign flipspin=(dout1[31:29]==3'd6);
assign rd_en=~empty && a;
assign a=!flipspin || (flipspin && response_in);
assign wr_en=din[31:29]!=0;
integer i;
assign dout=empty_r?0:dout1;
endmodule
==> summary.txt <==
The flow completed. Routing resource usage on met3 recorded by global route was between 6 and 7%. Final antenna diode count landed at 0. For this run, design rule violations remaining after detail routing come to 0. Final-report max-slew violation count landed at 0. The buffer_ports step reported a buffer count of 133. Residual overflow from global routing landed at 0.

Area fraction in compound gates landed at between 10% and 20%. Post-layout minimum cycle time landed at between 5 and 6 ns. Number of buffers inserted during clock tree synthesis landed at 9. Buffer-and-inverter tally for the worst setup path landed at 2. The timing report attributes the biggest portion of critical-path delay to buffers and inverters.

In this run the worst path has a maximum fanout of 27. Average wire per cell in the routed design landed at approximately 14 um. Gates resized during post-CTS repair numbered 0.

The worst setup path is captured at a primary output. In this run the critical register-to-register path is captured at fifo1.buffer[0][0]. Looking at hold timing, the worst path starts from fifo1.dout1[23].

Using the TritonRoute via totals, the vias-per-cell ratio works out to about 5.3. Yosys reports a chip area of approximately 4500 um2. Synthesis inferred ~100 register bits. Per the CTS log, the root buffer master is clkbuf_8. Worst hold path cell count landed at 2. Setup repair after global routing left no endpoint under its margin. In this build the clock could be raised as far as around 190 MHz.

The synthesized netlist handed to floorplanning was reported with a cell count of roughly 400. Largest net degree at the start of global routing landed at between 40 and 50. Global placer's final weighted congestion landed at roughly 0.79. The wire length recorded after detailed routing is ~9.2 mm.

The stage logs contain a warning count of 90. Register clock-pin slew on the reported worst setup and hold paths landed at ~0.090 ns. Depth of the CTS H-tree landed at 3. The clock tree has to reach approximately 100 sinks. Per the CTS log, the buffer count on the longest clock path is 2. STA classifies the critical path startpoint as an input port. Area of the die landed at 9330 um2. Minimum setup slack among reg-to-reg paths landed at 6.08 ns. For met2 alone, demand over resource in global routing was 35.0%.

Before any placement, the netlist area is recorded as around 4500 um2. The area growth from synthesis to layout is 35.5%. Headroom to the max-slew limit came out at a little over half. After synthesis, the share of flip-flops with an asynchronous set or reset is 0%. Yosys mapped a number of flops with a built-in enable equal to 64.

Starting density of the core landed at 51.5%. Die span in x landed at approximately 97 um. After synthesis, the mean cell area works out to around 11 um2. Count of buffers added by post-CTS timing repair for setup landed at 0. For reference, the placement row count at floorplan is 34.

The number of cells reported by Yosys stat comes to around 400. Number of max-capacitance violations reported landed at 0. Met1 demand-to-capacity share in global routing landed at between 30% and 40%. In the synthesized netlist, the dominant kind of combinational cell is AND-OR/OR-AND gates.

The worst hold path terminates at fifo1.dout1[23]. For the worst-skew pair, the clock arrives at the later sink with an insertion delay of between 0.3 and 0.4 ns. The cell sequence reported for the critical path is clkdlybuf4s50_1 > and2b_2 > nand2_2 > nor4_1 > clkdlybuf4s50_1. Per the timing report, the most critical flop-to-flop path originates at fifo1.write_ptr[1].

The highest supply drop recorded on VDD is about 140 uV. The cell that appears most often on the critical path is clkdlybuf4s50_1. For the final database, setup skew stands at 0.0110 ns. In this design, the stage delay of the slowest critical-path cell is 0.52 ns. The violation tally recorded at the end of detailed-routing iteration 0 is between 90 and 100.

Summed over all failing endpoints, the final setup total negative slack is 0 ns. The run finished with clean final reports. The first global-routing pass estimated around 14 mm of wire. The OpenROAD report gives the critical path a required time of between 6 and 7 ns. The worst setup path is of the input port to primary output kind. Per the post-route antenna check, the number of violating nets is 0. Number of top-level pins landed at about 200. Proportion of layout cells with a drive suffix above 1 landed at under 10%. The most used flip-flop cell after synthesis is edfxtp_1.

Slew of the pin with the lowest slew margin landed at a little over 0.7 ns. TritonCTS built the clock tree. The first TritonRoute pass finished after 4 iterations.

The last timing report of the flow puts the setup violation total at 0. The cell-mix breakdown from Yosys lists the simple-gate area share as 13.3%. The largest individual stage delay along the critical path comes from the cell clkdlybuf4s50_1. In the synthesized netlist, mux cells make up roughly 7.4% of the area. After synthesis, the netlist uses 34 different library cells. Post-cts hold buffer count landed at 0.

The warning tally printed by Yosys for this design is 4. Core footprint landed at between 8000 and 9000 um2. For the worst flop-to-flop path, the logic depth is 5.

The leakage power in the latest report is ~2.2 nW. Via count of the first global-routing pass landed at around 3000. Across every metal layer, demand over resource in global routing totals a little over a fifth.

Per the synthesis report, the adder-cell share of the synthesized area is 0%. Fraction of synthesized cell area in xor and xnor cells landed at less than 1%. In this run the most used layer during global routing was met2. In this run the vertical extent of the chip is about 97 um.

Hold-check failures listed in the final report amount to 0. At the worst endpoint, the arrival time is approximately 3.6 ns. Worst-case hold slack landed at roughly 0.50 ns. After legalization and detailed placement, the total HPWL measured between 6 and 7 mm. For this design the ratio of total power to cell area is between 200 and 300 nW/um2.

The min-delay analysis places its worst path in the category flip-flop to flip-flop. Sequential elements use about three fifths of the synthesized area. The final timing summary puts the cycle share of the worst path at 62.6%. The routed layout has about 3400 vias. Initial antenna violation count landed at 0.
[power by group]
part           total [mW]  switching [mW]  internal, mW
Sequential          0.726          0.0513         0.675
Clock               0.258           0.152         0.106
Combinational       0.664           0.333         0.331
[cell usage after synthesis, types with 2 or more instances]
| cell type | count | share of area, % |
|---|---|---|
| nor2_1 | 38 | 3.2 |
| mux2i_1 | 33 | 7.4 |
| nor2b_1 | 34 | 4.8 |
| nand2_1 | 38 | 3.2 |
| and3b_1 | 2 | 0.39 |
| clkbuf_1 | 18 | 1.5 |
| buf_1 | 2 | 0.17 |
| xnor2_1 | 3 | 0.59 |
| nor3_1 | 3 | 0.34 |
| edfxtp_1 | 64 | 43 |
| dfxtp_1 | 37 | 17 |
| buf_2 | 9 | 1.0 |
| a21oi_1 | 4 | 0.45 |
| o21ai_0 | 30 | 3.4 |
| a22oi_1 | 29 | 4.9 |
| inv_1 | 4 | 0.34 |
| nor4_1 | 2 | 0.28 |
| buf_4 | 2 | 0.34 |
| o21a_1 | 2 | 0.34 |
| a211oi_1 | 32 | 5.4 |
[how the worst max path moves through the flow]
| stage | start | to | slack, ns | cells past startpoint |
|---|---|---|---|---|
| after CTS | local[29] | response[0] | 3.19 | 5 |
| after global routing | local[29] | response[0] | 3.09 | 5 |
| final | local[29] | response[0] | 3.18 | 5 |
[worst reg2reg max path, delay by kind of cell (launching register included)]
kind | cells | cell delay (ns)
buf+inv | 1 | 0.37
simple gates | 3 | 1.00
xor+xnor | 1 | 0.36
flops | 1 | 0.35
[state kept, by name, summed over array words and instances, names as in the netlist]
signal,count
empty_r,1
fifo1.dout1,32
fifo1.write_ptr,2
fifo1.buffer,64
fifo1.read_ptr,2
[final cells by class]
cell class / count / area, um2
inverter: 4 / 15.0
sequential: 101 / 2660
fill: 618 / 2620
clock buffer: 10 / 128
tap: 108 / 135
timing repair buffer: 143 / 1400
clock inverter: 6 / 40.0
multi-input combinational: 263 / 1680
[kinds of logic (layout without fill, tap and decap cells)]
kind of cell    count (synthesis)  count (layout)
simple gates                  124             124
compound gates                102             102
flops                         101             101
buf+inv                        36             163
mux                            33              33
xor+xnor                        4               4
[routing by layer]
metal | up-vias | share of wire, %
li1 | 1714 | -
met1 | 1542 | 43
met2 | 89 | 50
met3 | 8 | 6.2
met4 | 0 | 0.88
met5 | - | 0
[stage by stage]
stage / util [%] / instances / total power, mW / worst slack, ns / area [um2]
after floorplan: - / 400 / 1.15 / 3.30 / 4470
after global placement: 67.9 / 619 / 1.40 / 3.25 / 5890
after detailed placement: 67.9 / 619 / 1.41 / 3.19 / 5890
after CTS: 69.8 / 635 / 1.67 / 3.19 / 6060
after global routing: 69.8 / 635 / 1.77 / 3.09 / 6060
final: 69.8 / 635 / 1.65 / 3.18 / 6060
[cell usage in the layout (no fill, tap or decap), types with 2 or more instances in the layout]
| cell | n |
|---|---|
| a211oi_1 | 32 |
| a21oi_1 | 3 |
| a22oi_1 | 29 |
| and3b_1 | 2 |
| buf_4 | 10 |
| clkbuf_8 | 9 |
| clkdlybuf4s50_1 | 132 |
| clkinv_1 | 2 |
| clkinv_4 | 2 |
| clkinvlp_4 | 2 |
| dfxtp_1 | 36 |
| edfxtp_1 | 64 |
| inv_1 | 4 |
| mux2i_1 | 33 |
| nand2_1 | 37 |
| nor2_1 | 37 |
| nor2b_1 | 33 |
| nor3_1 | 2 |
| nor4_1 | 2 |
| o21a_1 | 2 |
| o21ai_0 | 30 |
| xnor2_1 | 3 |
No activity file was given, so power comes from the tool's default toggle rates.
