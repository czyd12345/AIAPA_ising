### flow/run.sh
#!/bin/bash
# OpenROAD 26Q1-2900-gdf79404cd8, Yosys 0.63+post, stock flow scripts
make -C /OpenROAD-flow-scripts/flow DESIGN_CONFIG=/design/flow/config.mk WORK_HOME=/design/flow/orfs finish
### flow/config.mk
export PLATFORM = sky130hd
export DESIGN_NAME = float_adder
export DESIGN_NICKNAME = float_adder
export VERILOG_FILES = /design/flow/design.v
export SDC_FILE = /design/flow/constraint.sdc
export NUM_CORES = 4
export LEC_CHECK = 1
export CORE_UTILIZATION = 30
### flow/constraint.sdc
current_design float_adder

set clk_period 14.6
set clk_io_pct 0.2

create_clock -name clk0 -period $clk_period

set non_clock_inputs [all_inputs -no_clocks]
set_input_delay [expr $clk_period * $clk_io_pct] -clock clk0 $non_clock_inputs
set_output_delay [expr $clk_period * $clk_io_pct] -clock clk0 [all_outputs]
### flow/design.v
module float_adder (
	input 	wire [15:0] floatA,
	input 	wire [15:0] floatB,
	output	reg	 [15:0] sum
);
reg sign;  
reg signed [5:0] exponent;  
reg [9:0] mantissa;  
reg [4:0] exponentA, exponentB;  
reg [10:0] fractionA, fractionB, fraction;	 
reg [7:0] shiftAmount; 	 
reg cout;
always @ (floatA or floatB) 
begin
	exponentA = floatA[14:10];
	exponentB = floatB[14:10];
	fractionA = {1'b1,floatA[9:0]};
	fractionB = {1'b1,floatB[9:0]}; 
	exponent = exponentA;
	if ((floatA == 16'h0) || (floatA==16'h8000)) 		 
	begin						
		sum = floatB;
	end 
	else if ((floatB == 16'h0) || (floatB==16'h8000))   
	begin					
		sum = floatA;
	end 
	else if (floatA[14:0] == floatB[14:0] && floatA[15]^floatB[15]==1'b1)  
	begin
		sum=0;
	end 
	else 
	begin
		if (exponentB > exponentA)   
		begin
			shiftAmount = exponentB - exponentA;
			fractionA = fractionA >> (shiftAmount);
			exponent = exponentB;
		end 
		else if (exponentA > exponentB) 
		begin 
			shiftAmount = exponentA - exponentB;
			fractionB = fractionB >> (shiftAmount);
			exponent = exponentA;
		end
		if (floatA[15] == floatB[15]) 	 
		begin							
			{cout,fraction} = fractionA + fractionB;
			if (cout == 1'b1) 
			begin
				{cout,fraction} = {cout,fraction} >> 1;
				exponent = exponent + 1;
			end
			sign = floatA[15];
		end 
		else 
		begin						 
			if (floatA[15] == 1'b1)  
			begin
				{cout,fraction} = fractionB - fractionA;	 
			end 
			else 
			begin
				{cout,fraction} = fractionA - fractionB;	 
			end
			sign = cout;
			if (cout == 1'b1) 
				fraction = -fraction;  
			if (fraction [10] == 0) begin
				if (fraction[9] == 1'b1) begin
					fraction = fraction << 1;
					exponent = exponent - 1;
				end else if (fraction[8] == 1'b1) begin
					fraction = fraction << 2;
					exponent = exponent - 2;
				end else if (fraction[7] == 1'b1) begin
					fraction = fraction << 3;
					exponent = exponent - 3;
				end else if (fraction[6] == 1'b1) begin
					fraction = fraction << 4;
					exponent = exponent - 4;
				end else if (fraction[5] == 1'b1) begin
					fraction = fraction << 5;
					exponent = exponent - 5;
				end else if (fraction[4] == 1'b1) begin
					fraction = fraction << 6;
					exponent = exponent - 6;
				end else if (fraction[3] == 1'b1) begin
					fraction = fraction << 7;
					exponent = exponent - 7;
				end else if (fraction[2] == 1'b1) begin
					fraction = fraction << 8;
					exponent = exponent - 8;
				end else if (fraction[1] == 1'b1) begin
					fraction = fraction << 9;
					exponent = exponent - 9;
				end else if (fraction[0] == 1'b1) begin
					fraction = fraction << 10;
					exponent = exponent - 10;
				end 
			end
		end
		mantissa = fraction[9:0];
		if(exponent[5]==1'b1) begin  
			sum = 16'b0000000000000000;
		end
		else begin
			sum = {sign,exponent[4:0],mantissa};  
		end		
	end		
end
endmodule
==> results.sh <==
# implementation run metrics
export IMPL_route_antenna_diode_count=0
export IMPL_globalRoute_totalOverflow=0
export IMPL_synth_lib_cells_used_distinct=97
export IMPL_crit_path_end_kind="output pin"
export IMPL_tool_warnings=69
export IMPL_syn_mean_instance_area_um2=6.97
export IMPL_final_clkbuf_count=0
export IMPL_instance_count_of_the_mapped_netlist=847
export IMPL_clock_power_share_pct=0
export IMPL_detail_route_antenna_nets=0
export IMPL_detail_route_wirelength_mm=21.9
export IMPL_grt_start_max_net_pins=28
export IMPL_switching_power_uw=638
export IMPL_die_height_um=142
export IMPL_fp_utilization_pct=31.1
export IMPL_design_portCount=48
export IMPL_timing_setup_tns_ps=0
export IMPL_hp_class="in2out"
export IMPL_p_leak_uw=0.00272
export IMPL_final_comb_area_um2=5530
export IMPL_maxCapViolCount=0
export IMPL_first_pass_iters=6
export IMPL_critPathArrivalTime_ps=10990
export IMPL_worst_pin_slew_ps=916
export IMPL_gp_congestion=0.957
export IMPL_flow_area_growth_from_synthesis_pct=15.5
export IMPL_power_share_switching_pct=59.1
export IMPL_status="completed"
export IMPL_synth_sequential_area_ratio_pct=0
export IMPL_port_buffer_count=48
export IMPL_dieArea_um2=20300
export IMPL_worstPathRequired_ps=11680
export IMPL_maxSlewHeadroom_pct=38.4
export IMPL_power_share_combinational_pct=100.0
export IMPL_synthesis_area_um2=5910
export IMPL_setup_repair_after_global_routing_missed_its_margin="no"
export IMPL_critical_path_most_common_cell="sky130_fd_sc_hd__a21oi_1"
export IMPL_synth_yosys_warnings=1
export IMPL_num_vias=6763
export IMPL_viasPerCell=5.94
export IMPL_final_min_clock_period_ps=13910
export IMPL_layout_top_cell="sky130_fd_sc_hd__nand2_1"
export IMPL_maxClockFrequency_mhz=71.9
export IMPL_worst_path_max_fanout=10
export IMPL_initialDrtViolationCount=703
export IMPL_finalClockPeriodUsage_pct=95.3
export IMPL_critPathLaunchType="input port"
export IMPL_wl_per_cell_um=19.2
export IMPL_ff_latch_area_um2=0
export IMPL_grt_pass1_wl_mm=34.7
export IMPL_post_place_ws_ps=415
export IMPL_final_core_utilization_pct=35.9
export IMPL_ys_cells=847
export IMPL_drc=0
export IMPL_power_report_internal_total_uw=441
export IMPL_design_core_area_um2=19000
export IMPL_fp_row_count=50
export IMPL_hold_path_cell_count=4
export IMPL_hold_path_startpoint="floatB[15]"
export IMPL_floorplan_die_width_um=142
export IMPL_timing_final_setup_violations=0
export IMPL_vias_in_the_first_global_route=6107
export IMPL_p_seq_share_pct=0
export IMPL_yosys_stat_chipArea_um2=5910
export IMPL_crit_path_max_incr_delay_ps=620
export IMPL_final_slew_viol_count=0
export IMPL_worst_path_max_delay_cell="sky130_fd_sc_hd__a2111oi_1"
export IMPL_hold_end="sum[15]"
export IMPL_finalHoldViolCount=0
export IMPL_global_route_usage_sum_pct=21.9
export IMPL_antenna_violations_before_repair=0
export IMPL_ir_drop_mv=0.0810
export IMPL_total_number_of_sequential_cells=0
export IMPL_hold_buffers=0
export IMPL_dp_hpwl_mm=17.3
export IMPL_drive_above_1_share_pct=10.8
export IMPL_layout_cells_most_common_list="sky130_fd_sc_hd__nand2_1 (74), sky130_fd_sc_hd__nor2_1 (64), sky130_fd_sc_hd__a21oi_1 (58), sky130_fd_sc_hd__ha_1 (58), sky130_fd_sc_hd__o21ai_0 (57)"
export IMPL_power_density_nw_per_um2=158
export IMPL_fill_cells=2024
export IMPL_worst_slack_ps=693
export IMPL_criticalPathCategory="in2out"
power by group through the flow:
stage	logic, µW	clock network [µW]	registers (µW)
4_1_cts	1040	0	0
5_1_grt	1170	0	0
6_report	1080	0	0
metal layers:
layer,track usage (%),wire length (µm)
met1,32.7,10200
met2,34.4,9430
met3,1.88,1680
met4,4.47,549
met5,0,0
how the worst max path moves through the flow:
| stage | from | endpoint | slack (ps) | cells after the start |
|---|---|---|---|---|
| 4_1_cts | floatA[12] | sum[13] | 400 | 29 |
| 5_1_grt | floatB[10] | sum[8] | 50 | 29 |
| 6_report | floatB[10] | sum[8] | 690 | 30 |
cells by family after synthesis:
group	after synthesis	synth area share (%)
mux	52	8.96
buf+inv	105	7.46
xor+xnor	43	7.08
simple gates	275	24.2
fa+ha+maj	63	14.0
compound gates	309	38.3
Yosys cell counts (10+ instances only):
cell type / count / share of area [%]
sky130_fd_sc_hd__a211oi_1: 10 / 1.3
sky130_fd_sc_hd__a21oi_1: 58 / 4.9
sky130_fd_sc_hd__a22oi_1: 16 / 2.0
sky130_fd_sc_hd__clkbuf_1: 38 / 2.4
sky130_fd_sc_hd__ha_1: 58 / 12
sky130_fd_sc_hd__inv_1: 49 / 3.1
sky130_fd_sc_hd__mux2i_1: 47 / 8.0
sky130_fd_sc_hd__nand2_1: 74 / 4.7
sky130_fd_sc_hd__nand2b_1: 13 / 1.4
sky130_fd_sc_hd__nand3_1: 14 / 1.2
sky130_fd_sc_hd__nor2_1: 64 / 4.1
sky130_fd_sc_hd__nor2b_1: 13 / 1.4
sky130_fd_sc_hd__nor3_1: 29 / 2.5
sky130_fd_sc_hd__nor4_1: 10 / 1.1
sky130_fd_sc_hd__o211ai_1: 12 / 1.5
sky130_fd_sc_hd__o21a_1: 11 / 1.4
sky130_fd_sc_hd__o21ai_0: 57 / 4.8
sky130_fd_sc_hd__o31ai_1: 13 / 1.7
sky130_fd_sc_hd__or2_2: 12 / 1.3
sky130_fd_sc_hd__xnor2_1: 24 / 3.6
sky130_fd_sc_hd__xor2_1: 15 / 2.2
critical path: cells and delay by family:
family                     cells  cell delay, ps
AOI/OAI and AO/OA             14            3440
adders and majority gates      3             990
buffers and inverters          6            1780
muxes                          1             270
and+or+nand+nor                6            1560
cell type report:
class / instances / share of cell area, %
well taps: 260 / 4.77
inverters: 51 / 2.81
repair buffers: 85 / 11.3
multi-input cells: 742 / 81.1
through the flow:
step           total power (µW)  area [µm²]  cells  hold WS (ps)
3_5_place_dp               1040        6740   1137          6980
3_3_place_gp               1050        6740   1137          6980
2_1_floorplan               695        5910    847          5900
5_1_grt                    1170        6820   1138          7030
4_1_cts                    1040        6740   1137          6980
6_report                   1080        6820   1138          7000
what timing repair did:
item / 4_1_cts / 5_1_grt
endpoints found under the setup margin: 0 / 16
buffers inserted: 0 / 1
resized: 0 / 12
Power and IR drop assume default switching activity.
